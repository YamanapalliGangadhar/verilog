==> flow/config.mk <==
export PLATFORM = sky130hd
export DESIGN_NAME = priority_encoder
export DESIGN_NICKNAME = priority_encoder
export VERILOG_FILES = /design/flow/design.v
export SDC_FILE = /design/flow/constraint.sdc
export NUM_CORES = 4
export LEC_CHECK = 1
export CORE_AREA = 10 10 70 70
export DIE_AREA = 0 0 80 80
==> flow/design.v <==
module priority_encoder(input [7:0]a,output reg [2:0]y,output reg valid);
always@(*)
	begin
		case(1)
		a[7]:begin
				y=3'b111;
				valid=1'b1;
				end
		a[6]:begin
				y=3'b110;
				valid=1'b1;
				end
		a[5]:begin
				y=3'b101;
				valid=1'b1;
				end
		a[4]:begin
				y=3'b100;
				valid=1'b1;
				end
		a[3]:begin
				y=3'b011;
				valid=1'b1;
				end
		a[2]:begin
				y=3'b010;
				valid=1'b1;
				end
		a[1]:begin
				y=3'b001;
				valid=1'b1;
				end
		a[0]:begin
				y=3'b000;
				valid=1'b1;
				end
		default:begin
					y=3'bz;
					valid=1'b0;
					end
		endcase
	end
endmodule
==> flow/constraint.sdc <==
current_design priority_encoder

set clk_period 1.2
set clk_io_pct 0.2

create_clock -name clk0 -period $clk_period

set non_clock_inputs [all_inputs -no_clocks]
set_input_delay [expr $clk_period * $clk_io_pct] -clock clk0 $non_clock_inputs
set_output_delay [expr $clk_period * $clk_io_pct] -clock clk0 [all_outputs]
==> flow/run.sh <==
#!/bin/bash
# OpenROAD 26Q1-2900-gdf79404cd8, Yosys 0.63+post, stock flow scripts
make -C /OpenROAD-flow-scripts/flow DESIGN_CONFIG=/design/flow/config.mk WORK_HOME=/design/flow/orfs finish
==> flow_summary_export.csv <==
group,metric,value,unit
status,outcome,"finished clean",
route,post_drt_via_cell_ratio,1.97,
final_timing,slew_headroom,87.7,%
critical_path,cp-end-kind,"primary output",
final_timing,fin_crit_sh,96.3,%
floorplan,ios,12,
route,routed-via-count,140,
run,drv_cap,0,
placed_design,detailedPlacementHpwl,378,µm
global_route,grt_usage,1.11,%
route,drt_iter0_markers,0,
route,drt_wl_total,421,µm
route,routedWlPerCell,5.93,µm
critical_path,cp.buffers_inverters,2,
worst_hold_path,holdPathStages,3,
synth,yosys-top-cells-area,"nor2_1, o31ai_1, a21oi_1",
final_timing,layout_min_cycle_time,1160,ps
final_timing,setup_viol,0,
route,ant_nets,0,
synth,mappedNetlistArea,57.6,µm²
global_route,grt_pass1_vias,131,
synth,ys_cells,12,
layout,flop_area,0,µm²
floorplan,core,3420,µm²
layout,drive_above_1_share,56.0,%
worst_hold_path,hold_start,"a[6]",
synth,ys.warnings.count,2,
floorplan,initial_utilization,1.68,%
placed_design,placement.io_buffers,12,
floorplan,die_h,80,µm
layout,flops,0,
route,drc,0,
global_route,grt_pass1_wl,593,µm
synth,synth_cell_type_count,7,
pwr,power.density,204,nW/µm²
clock_network,cts_hold_buf,0,
placed_design,gp_congestion,0.782,
final_timing,tightestPinTransition,183,ps
worst_hold_path,hold_class,"primary input to primary output",
layout,fin_util,6.74,%
route,drt_first_pass_iters,1,
critical_path,required,960,ps
critical_path,arrival,920,ps
critical_path,path_cells,"dlygate4sd2_1 -> nor2_2 -> nand4_1 -> clkdlybuf4s15_1",
pwr,power.leakage,0.0000809,µW
global_route,grt_overflow,0,
final_timing,finalHoldViolations,0,
floorplan,chip_area,6400,µm²
critical_path,critical-path-max-stage-delay,250,ps
critical_path,criticalPathCategory,"primary input to primary output",
global_route,antenna_found_initial,0,
critical_path,path_max_fanout,3,
run,warning_count,32,
critical_path,cp_slowest_cell,"dlygate4sd2_1",
pwr,ir_drop,0.0149,mV
layout,fin_cells,71,
critical_path,cp_top_family,"buffers and inverters",
final_timing,slew_violations,0,
floorplan,fp.dieW,80,µm
worst_hold_path,worstHoldEndpoint,"y[0]",
final_timing,fmax,866,MHz
final_timing,rsz0062_at_grt,"false",
final_timing,setup_tns,0,ps
route,antenna_cells,0,
layout,clock_buffers,0,
synth,ys_seq_share,0,%
placed_design,dp_cells,70,
global_route,grt_max_degree,4,
synth,ys_area,57.6,µm²
floorplan,rows,21,
synth,syn_avg_cell_area,4.80,µm²
synth,synth_top_area_share,26.1,%
synth,synthCells,12,
critical_path,cp-start-kind,"primary input",
synth,yosysTopAreaCell,"nor2_1",
critical_path,worstSetupPathDepth,4,
layout,area_delta_synth_final,300,%
[layout by cell type (no fill, tap or decap)]
master,n
clkinv_2,1
nor2_2,4
o31ai_2,1
a21oi_2,1
clkdlybuf4s15_1,4
a21oi_1,1
dlygate4sd2_1,2
clkbuf_2,3
buf_4,1
o31ai_1,1
nand2_1,1
nand4_1,1
inv_1,1
buf_2,3
[power by group]
group | internal, µW | switching [µW]
combinational | 25.4 | 21.6
clock | 0 | 0
sequential | 0 | 0
[logic make-up (layout without fill, tap and decap cells)]
family / count (synthesis) / after routing / share of synthesized area, %
AOI/OAI and AO/OA: 4 / 4 / 43.5
buffers and inverters: 2 / 15 / 13.0
and+or+nand+nor: 6 / 6 / 43.5
[per-stage QoR]
step,setup WS [ps],cell area (µm²),hold WS (ps),total power [µW]
floorplan,508,57.6,514,9.56
global placement,-536,235,1460,52.0
detailed placement,-548,235,1470,53.0
CTS,0.882,245,883,48.5
global route,9.17,230,773,52.2
finish,44.7,230,753,47.0
[area by class of cell]
| type | instances | area [µm²] |
|---|---|---|
| Fill cell | 414 | 3190 |
| Inverter | 2 | 8.76 |
| Multi-Input combinational cell | 10 | 68.8 |
| Tap cell | 46 | 57.6 |
| Timing Repair Buffer | 13 | 95.1 |
[cells in the mapped netlist, drive strengths merged]
master  instances
clkinv          1
a21oi           2
o31ai           2
nand4           1
inv             1
nor2            4
nand2           1
[worst min-delay path, stage by stage]
cell      delay [ps]
clkbuf_2         110
o31ai_1           60
buf_2            110
[timing repair]
item	4_1_cts	5_1_grt
resized	26	11
endpoints found under the hold margin	0	0
setup endpoints to repair	4	3
setup buffers	1	0
pin swaps	6	4
[how the worst max path moves through the flow]
stage	startpoint	end	slack, ps
CTS	a[6]	y[0]	0.9
global route	a[7]	valid	9
finish	a[7]	valid	40
[routing by layer]
| metal | share of wire [%] | GRT usage (%) | vias to the layer above |
|---|---|---|---|
| met1 | 45 | 1.38 | 63 |
| met3 | 14 | 0.455 | 0 |
| met5 | 0 | 0 | - |
| met4 | 0 | 0 | 0 |
| met2 | 41 | 1.85 | 8 |
| li1 | - | - | 69 |
Power and IR drop assume default switching activity.
