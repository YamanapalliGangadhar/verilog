[flow/run.sh]
#!/bin/bash
# OpenROAD 26Q1-2900-gdf79404cd8, Yosys 0.63+post, stock flow scripts
make -C /OpenROAD-flow-scripts/flow DESIGN_CONFIG=/design/flow/config.mk WORK_HOME=/design/flow/orfs finish
[flow/config.mk]
export PLATFORM = sky130hd
export DESIGN_NAME = fifo
export DESIGN_NICKNAME = fifo
export VERILOG_FILES = /design/flow/design.v
export SDC_FILE = /design/flow/constraint.sdc
export NUM_CORES = 4
export LEC_CHECK = 1
export CORE_UTILIZATION = 50
[flow/constraint.sdc]
current_design fifo

set clk_period 4.4
set clk_io_pct 0.2

create_clock -name clk0 -period $clk_period [get_ports {clk}]

set non_clock_inputs [all_inputs -no_clocks]
set_input_delay [expr $clk_period * $clk_io_pct] -clock clk0 $non_clock_inputs
set_output_delay [expr $clk_period * $clk_io_pct] -clock clk0 [all_outputs]
[flow/design.v]
`timescale 1ns / 1ps
module fifo(	input clk,
					input rst,
					input we,
					input re,
					input [7:0]data_in,
					output reg [7:0]data_out,
					output empty,
					output full);
					integer i;
					reg [4:0]wp;
					reg [4:0]rp;
					reg [7:0]mem[15:0];
					always@(posedge clk)
						begin
							if(!rst)
								begin
									wp<=5'b0;
									for(i=0;i<16;i=i+1)
										begin
											mem[i]<=8'b0;
										end
								end
							else if(we==1 && full==0)
								begin
									mem[wp[4:0]]<=data_in;
									wp<=wp+1'b1;
								end
							else
									mem[wp[4:0]]<=mem[wp[4:0]];
						end
					always@(posedge clk)
						begin
							if(!rst)
								begin
									rp<=5'b0;
									data_out<=8'b0;
								end
							else if(re==1 && empty==0)
								begin
									data_out<=mem[rp[4:0]];
									rp<=rp+1'b1;
								end
							else
								data_out<=data_out;
						end
					assign full = ((wp[4]!=rp[4]) && (wp[3:0]==rp[3:0]))?1'b1:1'b0;
					assign empty=	(wp==rp)?1'b1 : 1'b0;
endmodule
==> run summary <==
Implementation results

The flow ran to the end, and the final reports show no timing, DRC or antenna violations. For the pin with the worst max-slew slack, the measured transition is 644 ps. The chip area is 0.0138 mm2. For this sky-water flow run, the detailed-routed wirelength per cell is reported as 21.0 um.

The leakage power total is 2.62 nW. The report gives the cell count of the worst hold path as 2. The final critical-path setup slack is 1370 ps. The share of the Yosys chip area taken by registers is 0.629. The via count of the first global-routing pass is 4155. The worst register-to-register path depth is 6.

The routed design shows a via density per instance of 5.52. Per the slew report, the remaining headroom to the max-slew limit stands at 0.570. The yosys warning tally is 1. Looking at the critical path, the highest net fanout was 20. The DRC violation count after routing is 0.

The number of buffers added for setup after CTS is 0. The vertical extent of the die is 118 um. The core utilization before placement is 0.521.

Per the TritonCTS log, the buffer count is 17. Per the power-grid run, VDD falls by no more than 0.279 mV. The largest individual stage delay along the critical path comes from the cell dfxtp_1. The horizontal die dimension is 118 um. The depth of the CTS H-tree is 4. For the worst reg-to-reg path, the endpoint reported by OpenROAD is mem[0][7]. Hold analysis lists the worst path endpoint as wp[4]. The report lists the cells along the critical path as xnor2_1 > nand4_4 > nor2_1 > clkdlybuf4s50_1. The share of layout cells above drive strength 1 is 0.181.

The final-report hold violation count is 0. The detailed-placement wirelength estimate is 11100 um. Looking at the reg2reg group, the worst path starts from rp[3]. The commonest register cell after synthesis is edfxtp_1.

The post-layout instance area is 0.00765 mm2. The instance tally after logic synthesis is 520. Logged for this run, the post-placement worst setup slack is 1350 ps.

The timing report gives the worst reg2reg path a setup slack of 1670 ps. According to the floorplan log, the row count is 41. The achievable frequency is 0.330 GHz.

In this run, post-CTS repair resized a total of 0 instances. The first global-routing pass estimated 24100 um of wire. The final route contains 4021 vias. The number of pins exceeding their max-slew limit in the final report is 0. The detailed router reported a total wirelength of 15300 um. The count of distinct cell types in the synthesized netlist is 38. The type of destination of the critical path is an output pin. The instance area after placement is 0.00705 mm2. STA classifies the critical path startpoint as a flop. The startpoint identified for the worst hold timing path is wp[4]. The critical path class is flop to output pin. According to the floorplan report, the placeable core area is 0.0128 mm2.

The clock-pin slew reported for the worst setup and hold paths after clock tree synthesis is 60 ps. The share of async-settable or async-resettable flops after synthesis is 0. Post-route period utilization is reported as 0.690. The insertion delay of the later-clocked pin in the worst-skew pair is 410 ps.

The detail route stage leaves a number of antenna-violating nets equal to 0. The global router's overall resource usage is 0.260. The most common logic cells in the final layout are 128 x edfxtp_1, 123 x nor2_1, 39 x nand2_1, 26 x o21ai_0, 24 x mux4_2. The number of cells reported by Yosys stat comes to 520. The flow measured a signed area growth from synthesis to layout of 14.4%. Buffers inserted to repair hold after CTS numbered 0. The worst clock skew is 6.69 ps. The path type of the worst min-delay path is flop to flop. A synthesized cell averages 12.9 um2.

The clock passes through at most 2 buffers. The maximum number of pins on one net before global-route repair is 53. The post-route worst hold slack is 536 ps. TritonCTS built the clock tree.

The post-layout total power is 3.46 mW. The post-synthesis register bit count is 146. The required time at the worst endpoint is listed as 3520 ps. The chip area line in the Yosys stat output reads 0.00668 mm2.

The count of pins on the block boundary is 22. Per the GRT congestion report, total overflow comes to 0. Summing every instance area after synthesis gives 0.00668 mm2. After its last routability iteration, the placer logged a weighted congestion of 0.918. The power density over the cells is 452 mW/mm2.

The clock tree root buffer cell is clkbuf_16. The count of input and output buffers is 21. The number of antenna violations at the first check in global routing is 0. The shortest clock period the worst path allows after layout is 3030 ps. The number of maximum-capacitance violations is 0. The most frequently placed logic cell in the final layout is edfxtp_1. The data arrival time of the critical path is 2150 ps. Among all stages on the critical path, the maximum delay recorded is 730 ps. Counting every sink on the clock net gives 146. The stage-log warning count is 28. The iteration count of the initial detailed-routing pass is 4. Antenna repair during routing inserted a diode count of 0.

The detailed router finished its first iteration with 253 violations. The synthesized design contains 128 enable-type register cells. Summed over all failing endpoints, the final setup total negative slack is 0 ps. The number of setup violations in the final report is 0. Setup repair after global routing left no endpoint under its margin.
-- worst max path at each step --
stage	cells past startpoint	slack (ps)	startpoint	end
after CTS	4	1330	rp[3]	empty
after global routing	4	1200	rp[3]	empty
final	4	1370	rp[3]	empty
-- synthesized netlist by cell type, drive strengths merged (4+ instances only) --
master | number | area share
edfxtp | 128 | 0.58
nor2 | 123 | 0.069
nand2 | 43 | 0.029
buf | 31 | 0.030
o21ai | 28 | 0.022
mux4 | 24 | 0.081
dfxtp | 18 | 0.054
a21oi | 16 | 0.012
mux2 | 16 | 0.027
and2 | 12 | 0.011
nor2b | 11 | 0.010
nor3 | 9 | 0.0067
a211oi | 8 | 0.0090
o22ai | 8 | 0.0075
xnor2 | 8 | 0.013
ha | 5 | 0.0094
nand2b | 5 | 0.0047
clkbuf | 4 | 0.0022
-- critical path, delay by kind of cell (launching register included) --
family | cells | cell delay [ps]
AND/OR/NAND/NOR | 2 | 310
buffers and inverters | 1 | 460
flip-flops | 1 | 730
XOR/XNOR | 1 | 240
-- power by group --
| group | switching (mW) | internal, mW |
|---|---|---|
| sequential | 0.0318 | 1.58 |
| combinational | 0.224 | 0.180 |
| clock | 0.507 | 0.937 |
| total | 0.763 | 2.69 |
-- sequential cells by signal, summed over array words and instances, names as in the netlist --
name and cells:
data_out 8, mem 128, rp 5, wp 5
-- cell families after synthesis --
family / count (synthesis) / share of synthesized area
flip-flops: 146 / 0.629
AND/OR/NAND/NOR: 211 / 0.141
XOR/XNOR: 9 / 0.0140
multiplexers: 42 / 0.111
adder cells (fa/ha/maj): 5 / 0.00936
AND-OR/OR-AND: 70 / 0.0633
buffers and inverters: 37 / 0.0329
-- per-layer routing --
metal	vias to the layer above	part of all wire	global-route usage
li1	1927	-	-
met1	1873	0.39	0.399
met2	200	0.44	0.346
met3	21	0.15	0.162
met4	0	0.022	0.0457
met5	-	0	0.0294
-- final cells by class --
cell class | count | area (um2)
multi-input cells | 337 | 2260
inverters | 2 | 7.51
fillers | 1015 | 5180
flip-flops and latches | 146 | 4210
clock buffers | 19 | 433
well taps | 172 | 215
clock inverters | 12 | 165
repair buffers | 41 | 360
-- per-stage QoR --
step | util | cells
floorplan | - | 520
global placement | 0.550 | 698
finish | 0.596 | 729
global route | 0.596 | 729
CTS | 0.596 | 729
detailed placement | 0.550 | 698
Power and IR drop assume default switching activity.
