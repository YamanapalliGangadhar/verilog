`run.sh`:
```
#!/bin/bash
# OpenROAD 26Q1-2900-gdf79404cd8, Yosys 0.63+post, stock flow scripts
make -C /OpenROAD-flow-scripts/flow DESIGN_CONFIG=/design/flow/config.mk WORK_HOME=/design/flow/orfs finish
```
`config.mk`:
```
export PLATFORM = sky130hd
export DESIGN_NAME = gray_counter
export DESIGN_NICKNAME = gray_counter
export VERILOG_FILES = /design/flow/design.v
export SDC_FILE = /design/flow/constraint.sdc
export NUM_CORES = 4
export LEC_CHECK = 1
export CORE_AREA = 10 10 70 70
export DIE_AREA = 0 0 80 80
```
`constraint.sdc`:
```
current_design gray_counter

set clk_period 1.6
set clk_io_pct 0.2

create_clock -name clk0 -period $clk_period [get_ports {clk}]

set non_clock_inputs [all_inputs -no_clocks]
set_input_delay [expr $clk_period * $clk_io_pct] -clock clk0 $non_clock_inputs
set_output_delay [expr $clk_period * $clk_io_pct] -clock clk0 [all_outputs]
```
`design.v`:
```
module gray_counter(input clk,rst,output reg [3:0]gray_count);
	reg [3:0]temp;
	integer i;
	always@(posedge clk)
		begin
			if(rst)
				temp<=4'b0;
			else
				temp<=temp+1'b1;
		end
	always@(*)
		begin
			for(i=2;i>=0;i=i-1)
				begin
					gray_count[i]=temp[i]^temp[i+1];
				end
				gray_count[3]=temp[3];
		end
endmodule
```
==> impl.org <==
* Flow results

** Floorplan
- Die Y :: 80 um
- For this design the top-level I/O count stands at 6.
- Measured along the x axis, the die boundary spans 80 um.
- The initialized floorplan defines 21 standard-cell rows.
- Area of the die :: 6400 um2
- Starting utilization of the core area :: 0.0498
- Core Region :: 3420 um2

** Clock network
- No sink is reached through more buffers than the 2 on the longest clock path.
- CTS built an H-tree with a depth of 1.
- For this design, the CTS-stage hold fixing added 0 buffers.
- After clock tree synthesis, the clock-pin slew on the worst setup and hold paths is 0.04 ns.
- Clock Sink Count :: 4
- TritonCTS built the clock tree.
- Post-CTS setup repair buffer count :: 0
- Cell at the root of the clock tree :: sky130_fd_sc_hd__clkbuf_4
- The later pin in the worst-skew pair is clocked with a latency of 0.24 ns.
- In this run, CTS created clock tree buffers numbering 3.

** Power
- Of the total power, registers draw 0.416.
- Per the summary, power density relative to cell area is 905 nW/um2.
- Overall power of the completed layout :: 0.278 mW
- Clock power share :: 0.457
- The power report lists cell-internal power as 0.217 mW.
- Summed over all nets, the switching power comes to 0.0612 mW.
- Sw Share :: 0.220
- Leakage power :: 0.112 nW
- Logic gate share of total power :: 0.127
- IR analysis of the VDD net gives a maximum drop of 0.000158 V.

** Global route
- Number of global-route vias before repair :: 145
- Global-route wire length before repair :: 690 um
- Summed over all routing layers, the global router reports a total usage of 0.0153.
- Entering global routing, the biggest net connects 5 pins.
- Remaining global-route overflow :: 0
- Number of antenna violations at the first check in global routing :: 0

** Detailed routing
- Per the post-route antenna check, the number of violating nets is 0.
- In the detailed route, the total length drawn on met2 is 127 um.
- Met3 wire length :: 91 um
- In the routed design, unresolved DRC markers number 0.
- Summed over all layers, the routed wires come to 406 um.
- The detailed router placed 132 vias in this run.
- Signal routing reaches up to met3.
- TritonRoute pass-1 iters :: 1
- For this block, the initial DRC count from the detailed router was 0.
- Antenna diode count :: 0
- DR vias/cell :: 1.94
- Average wire per standard cell :: 5.97 um
- Wl on met1 :: 187 um

** Setup path
- Reg2Reg Setup Slack :: 0.70 ns
- STA puts the critical path data required time at 1.28 ns.
- The cell sequence reported for the critical path is xor2_1, clkdlybuf4s50_1.
- According to the timing report, the arrival time at the worst endpoint equals 1.20 ns.
- Together, buffers and inverters on the worst path number 1.
- Critical Path Max Stage Delay :: 0.48 ns
- Crit-path max FO :: 3
- Cell at the slowest stage of the critical path :: sky130_fd_sc_hd__clkdlybuf4s50_1
- The STA report counts the stages on the worst setup path as 2.
- STA shows the worst reg2reg path with a cell count of 3.
- STA classifies the critical path endpoint as a primary output.
- Crit path kind :: flip-flop to primary output
- The worst setup path is launched from a flip-flop.
- The kind of cell with the highest combined delay along the critical path is buffers and inverters.
- The most critical setup path has its startpoint at temp[2].
- Crit Reg-Reg Startpoint :: temp[1]
- The most critical setup path has its endpoint at gray_count[2].
- Worst R2R End :: temp[3]

** Yosys
- For this run, the chip area from Yosys synthesis comes to 170 um2.
- Largest area contributor in the synthesized netlist :: sky130_fd_sc_hd__dfxtp_1
- Per-instance average area after synthesis :: 11.3 um2
- The cell area that synthesis handed to floorplanning was 170 um2.
- Gate count after technology mapping :: 15
- Register bit count reported by yosys :: 4
- Counting distinct cell types in the post-synthesis netlist gives 10.
- For this run, the register share of the synthesized area comes to 0.471.
- The synthesis report lists the Yosys warning total as 1.
- The share of synthesized area in the top cell type comes to 0.471.
- Leading post-synthesis cells by cell area :: sky130_fd_sc_hd__dfxtp_1 47%, sky130_fd_sc_hd__ha_1 15%, sky130_fd_sc_hd__a21bo_1 5.9%
- Ys cells :: 15

** Layout
- The filler cells instantiated in the layout total 400.
- Register name with the most flops :: temp
- Max FFs per register :: 4
- Synthesis-to-layout area growth :: 80.9%
- The largest registers in the layout are temp: 4 flops.
- Share of final-layout standard cells stronger than drive strength 1 :: 0.409

** Timing
- Setup repair after global routing missed its margin :: no
- Timing would allow up to 0.656 GHz.
- Min cycle time layout :: 1.52 ns
- Clock Skews :: 0.000734 ns
- Per the slew report, the remaining headroom to the max-slew limit stands at 0.878.
- Counting endpoints that fail hold in the final report gives 0.
- Actual slew at the worst max-slew pin :: 0.182 ns
- In the finished design, the share of the clock period the worst path needs comes to 0.953.
- TNS Setup :: 0 ns
- Setup-violating endpoint count in the final report :: 0
- Fin. max-slew vios :: 0

** Flow run
- The run reported a max-capacitance violation count of 0.
- Tool warning count :: 25

** Min path
- STA reports the tightest min-delay check as being of type flip-flop to flip-flop.

** Placed design
- At the end of routability-driven placement, the weighted congestion stood at 0.636.
- Port Buffers :: 5

** Outcome
- Outcome :: finished clean
power groups by stage:
stage | Combinational (mW) | Sequential [mW] | Clock [mW]
finish | 0.0354 | 0.116 | 0.127
global route | 0.0415 | 0.117 | 0.137
CTS | 0.0381 | 0.116 | 0.130
cell usage in the layout, fill, tap and decap left out, drive strengths merged:
cell           Yosys  routed
a21bo              1       1
a21oi              1       1
ha                 2       2
nor2               2       2
dfxtp              4       4
xnor2              1       1
dlygate4sd2        0       2
nand3b             1       1
clkbuf             0       3
nor2b              1       1
xor2               1       1
clkdlybuf4s50      0       3
what timing repair did:
action,in CTS,in global routing
gates resized,6,1
pin swaps,1,0
setup endpoints to repair,2,1
how the worst min path moves through the flow:
stage | from | to | slack [ns] | cells after the start
after global routing | temp[0] | temp[0] | 0.48 | 1
final | temp[0] | temp[0] | 0.46 | 1
after CTS | temp[0] | temp[0] | 0.45 | 1
area by class of cell:
| type | instances | area [um2] | area share |
|---|---|---|---|
| clock buffers | 3 | 22.5 | 0.0732 |
| well taps | 46 | 57.6 | 0.187 |
| multi-input cells | 10 | 95.1 | 0.309 |
| repair buffers | 5 | 47.5 | 0.154 |
| flip-flops and latches | 4 | 85.1 | 0.276 |
routing by layer:
metal  vias to the layer above  GRT usage
li1                         64          -
met1                        60     0.0186
met2                         8     0.0152
met3                         0     0.0216
met4                         0          0
met5                         -          0
cells by family (layout without fill, tap and decap cells):
logic type,after synthesis,count (layout),share of synthesized area
flops,4,4,0.471
simple gates,4,4,0.125
fa+ha+maj,2,2,0.147
compound gates,2,2,0.110
xor+xnor,2,2,0.103
buf+inv,1,8,0.0441
Yosys cell counts:
cell type and n:
sky130_fd_sc_hd__nor2b_1 1, sky130_fd_sc_hd__nand3b_1 1, sky130_fd_sc_hd__buf_4 1, sky130_fd_sc_hd__dfxtp_1 4, sky130_fd_sc_hd__a21bo_1 1, sky130_fd_sc_hd__nor2_1 2
sky130_fd_sc_hd__a21oi_2 1, sky130_fd_sc_hd__xor2_1 1, sky130_fd_sc_hd__ha_1 2, sky130_fd_sc_hd__xnor2_1 1
metrics by stage:
step / worst slack (ns) / area, um2 / utilization / hold slack, ns / instances
6_report: 0.0759 / 308 / 0.0901 / 0.456 / 68
5_1_grt: 0.0326 / 308 / 0.0901 / 0.483 / 68
4_1_cts: 0.0326 / 307 / 0.0897 / 0.454 / 68
3_5_place_dp: 0.170 / 270 / 0.0791 / 0.454 / 65
3_3_place_gp: 0.178 / 270 / 0.0791 / 0.445 / 65
2_1_floorplan: 0.701 / 170 / - / 0.382 / 15
Power is estimated from default activity; no workload was simulated.
